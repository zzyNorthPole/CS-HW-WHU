--- design/flow/config.mk ---
export PLATFORM = sky130hd
export DESIGN_NAME = ID_EX_ForwardingUnit
export DESIGN_NICKNAME = ID_EX_ForwardingUnit
export VERILOG_FILES = /design/flow/design.v
export SDC_FILE = /design/flow/constraint.sdc
export NUM_CORES = 4
export LEC_CHECK = 1
export CORE_AREA = 10 10 173 173
export DIE_AREA = 0 0 183 183
--- design/flow/run.sh ---
#!/bin/bash
# OpenROAD 26Q1-2900-gdf79404cd8, Yosys 0.63+post, stock flow scripts
make -C /OpenROAD-flow-scripts/flow DESIGN_CONFIG=/design/flow/config.mk WORK_HOME=/design/flow/orfs finish
--- design/flow/constraint.sdc ---
current_design ID_EX_ForwardingUnit

set clk_period 14.0
set clk_io_pct 0.2

create_clock -name clk0 -period $clk_period

set non_clock_inputs [all_inputs -no_clocks]
set_input_delay [expr $clk_period * $clk_io_pct] -clock clk0 $non_clock_inputs
set_output_delay [expr $clk_period * $clk_io_pct] -clock clk0 [all_outputs]
--- design/flow/design.v ---
module ID_EX_ForwardingUnit(
    input [4:0] ID_EX_rs2_1,
    input [4:0] ID_EX_rs2_2,
    input [4:0] ID_EX_rd_1,
    input [4:0] EX_MEM_rd_1,
    input [4:0] EX_MEM_rd_2,
    input [4:0] MEM_WB_rd_1,
    input [4:0] MEM_WB_rd_2,
    input [31:0] alu_out_1,
    input [31:0] EX_MEM_alu_data_1,
    input [31:0] EX_MEM_alu_data_2,
    input [31:0] mem_data_1,
    input [31:0] mem_data_2,
    input [31:0] rd_data_1,
    input [31:0] rd_data_2,
    input [31:0] rs2_data_in_1,
    input [31:0] rs2_data_in_2,
    input ex_ex_finish_1,
    input mem_ex_finish_1,
    input mem_ex_finish_2,
    input mem_mem_finish_1,
    input mem_mem_finish_2,
    output [31:0] rs2_data_fresh_1,
    output [31:0] rs2_data_fresh_2
);
    assign rs2_data_fresh_1 = (
            (ID_EX_rs2_1 != 0 && ID_EX_rs2_1 == EX_MEM_rd_2 && mem_ex_finish_2) ? EX_MEM_alu_data_2 :
            ((ID_EX_rs2_1 != 0 && ID_EX_rs2_1 == EX_MEM_rd_2 && mem_mem_finish_2) ? mem_data_2 :
            ((ID_EX_rs2_1 != 0 && ID_EX_rs2_1 == EX_MEM_rd_1 && mem_ex_finish_1) ? EX_MEM_alu_data_1 :
            ((ID_EX_rs2_1 != 0 && ID_EX_rs2_1 == EX_MEM_rd_1 && mem_mem_finish_1) ? mem_data_1 :
            ((ID_EX_rs2_1 != 0 && ID_EX_rs2_1 == MEM_WB_rd_2) ? rd_data_2 :
            ((ID_EX_rs2_1 != 0 && ID_EX_rs2_1 == MEM_WB_rd_1) ? rd_data_1 :
            rs2_data_in_1)))))
        );
    assign rs2_data_fresh_2 = (
            (ID_EX_rs2_2 != 0 && ID_EX_rs2_2 == ID_EX_rd_1 && ex_ex_finish_1) ? alu_out_1 :
            (ID_EX_rs2_2 != 0 && ID_EX_rs2_2 == EX_MEM_rd_2 && mem_ex_finish_2) ? EX_MEM_alu_data_2 :
            (ID_EX_rs2_2 != 0 && ID_EX_rs2_2 == EX_MEM_rd_2 && mem_mem_finish_2) ? mem_data_2 :
            (ID_EX_rs2_2 != 0 && ID_EX_rs2_2 == EX_MEM_rd_1 && mem_ex_finish_1) ? EX_MEM_alu_data_1 :
            (ID_EX_rs2_2 != 0 && ID_EX_rs2_2 == EX_MEM_rd_1 && mem_mem_finish_1) ? mem_data_1 :
            (ID_EX_rs2_2 != 0 && ID_EX_rs2_2 == MEM_WB_rd_2) ? rd_data_2 :
            (ID_EX_rs2_2 != 0 && ID_EX_rs2_2 == MEM_WB_rd_1) ? rd_data_1 :
            rs2_data_in_2
        );
endmodule
==> reports/results.txt <==
Final min period: 9.346 ns
P_leak: 3.182 nW
Cell Int Power: 185.3 µW
Worst Hold Path EP: rs2_data_fresh_1[15]
RSZ-0062 raised after global routing: no
Post-synth top cells: nand2_1, nor2_1, a21oi_1, clkbuf_1, o21a_1
register share after synthesis: 0%
headroom to the max-slew limit: 44.59%
placed cells: 1,550
Core Footprint: 0.02613 mm²
CP Class: in -> out
cell taking the most area after synthesis: nand2_1
top area contributor share: 9.163%
vias per cell: 5.542
CP Cell Sequence: clkdlybuf4s50_1, nor3_1, and2_1, or3_2, buf_4, nor2_4, buf_4, a21oi_1, a32oi_1, clkdlybuf4s50_1
Fmax achieved: 107.0 MHz
via count: 8,606
Tot Pwr: 311.4 µW
Post-CTS Setup Inserts: 0
Overflow after GRT: 0
worst setup margin: 4.654 ns
worst endpoint required time: 11.20 ns
total negative setup slack: 0 ns
initial antenna violation count: 4
Rows: 59
area delta synth->final: 74.15%
logic gate share of total power: 100.0%
port bufs: 392
Post-CTS Resized: 0
design area: 0.009559 mm²
clock share of power: 0%
die area: 0.03349 mm²
max-cap viol count: 0
VDD IR-drop max: 0.01606 mV
Critical Path Fanout Max: 36
Sw Ratio: 40.49%
YS warnings: 0
start point of the worst hold path: EX_MEM_alu_data_2[15]
main area contributors: nand2_1, nor2_1, o21a_1, a21oi_1, a211oi_2
worst hold margin: 6.536 ns
cell depth of the worst min-delay path: 4
Util after Layout: 36.58%
hold_buf cts: 0
HP Class: in -> out
ys cells: 910
Post-Route WL: 38,870 µm
placed cell area: 0.009552 mm²
Crit-path slowest cell: clkdlybuf4s50_1
Flop area: 0 µm²
largest net degree at the start of global routing: 58
Log Warnings: 32
pwr dens: 32.58 mW/mm²
Die Ht: 183 µm
final hold violation count: 0
status: finished clean
sequential share of power: 0%
cycle use final: 66.75%
initial drt markers: 730
GP Congestion: 0.9192
CP Launch Type: input pin
final setup violation count: 0
fp_density: 21.00%
DRC: 0
Cell Type Count: 41
CP arrival: 6.55 ns
clkbuf count: 0
Slew Viols, Final: 0
Mapped Cells: 910
Top delay family on crit path: buffers and inverters
GR Util All Layers: 21.98%
number of global-route vias before repair: 8,713
syn_area_per_cell: 6.032 µm²
worst-margin pin slew: 0.8312 ns
IO Count: 392
Die W: 183 µm
share of cells above drive strength 1: 6.502%
sequential cells: 0
wire per inst: 25.03 µm
Cell Area, Synth: 0.005489 mm²
Yosys Chip Area: 0.005489 mm²
detailed placement HPWL: 29,670 µm
drt pass-1 iters: 5
first-pass GRT wire length: 56,750 µm
Worst setup EP type: output pin
ANT nets after route: 0
most instantiated library cell after synthesis: nand2_1
Post-Layout Cell Count: 1,553
DP Worst Slack: 4.724 ns
switching pwr: 126.1 µW
Worst path max stage delay: 0.69 ns
Buf/Inv on CP: 4
area by class of cell:
| class | count | area (µm²) |
|---|---|---|
| repair buffers | 419 | 4119 |
| inverters | 4 | 15.01 |
| diodes | 3 | 7.507 |
| multi-input cells | 792 | 4999 |
| fillers | 2775 | 16570 |
| well taps | 335 | 419.2 |
power groups by stage:
stage	clock network (mW)	registers, mW	logic (mW)
4_1_cts	0	0	0.311
5_1_grt	0.0000000287	0	0.333
6_report	0.0000000287	0	0.311
kinds of logic after synthesis:
kind of cell    Yosys count  share of synthesized area [%]
mux                       2                         0.3647
simple gates            296                          21.72
xor+xnor                 45                          7.180
buf+inv                 118                          10.08
compound gates          449                          60.66
routing by layer:
metal / wire [µm] / GRT usage (%) / share of wire, %
met1: 15780 / 28.05 / 41
met2: 18570 / 36.80 / 48
met3: 3541 / 4.723 / 9.1
met4: 962 / 5.672 / 2.5
met5: 11 / 0 / 0.028
worst max path at each step:
stage	startpoint	to	slack (ns)	cells past startpoint
4_1_cts	ID_EX_rs2_2[1]	rs2_data_fresh_2[26]	4.71	10
5_1_grt	ID_EX_rs2_2[0]	rs2_data_fresh_2[26]	4.52	10
6_report	ID_EX_rs2_2[1]	rs2_data_fresh_2[26]	4.65	10
cells in the final DEF, fill, tap and decap left out, types with 3 or more instances in the layout:
cell / count
o31a_1: 31
a22oi_1: 32
nor2_1: 129
nand4_1: 3
clkdlybuf4s50_1: 390
nor3_1: 4
nand3_1: 5
nor2_4: 3
a32oi_1: 31
a21oi_1: 96
o21a_1: 64
o21ai_0: 31
o21ai_1: 31
xor2_1: 11
o221ai_1: 34
or3_2: 3
nand2_1: 134
nor3_2: 3
diode_2: 3
buf_4: 28
xnor2_1: 34
a21boi_0: 30
a211oi_2: 29
a311o_1: 31
No activity file was given, so power comes from the tool's default toggle rates.

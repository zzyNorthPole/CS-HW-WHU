==> flow/design.v <==
module IF_ID_ForwardingUnit(
    input [4:0] IF_ID_rs1_1,
    input [4:0] IF_ID_rs2_1,
    input [4:0] ID_EX_rd_1,
    input [4:0] EX_MEM_rd_1,
    input [4:0] MEM_WB_rd_1,
    input [31:0] ex_alu_data_1,
    input [31:0] mem_alu_data_1,
    input [31:0] mem_data_1,
    input [31:0] rd_data_1,
    input [31:0] rs1_data_in_1,
    input [31:0] rs2_data_in_1,
    input ex_ex_finish_1,
    input mem_ex_finish_1,
    input mem_mem_finish_1,
    input [4:0] IF_ID_rs1_2,
    input [4:0] IF_ID_rs2_2,
    input [4:0] ID_EX_rd_2,
    input [4:0] EX_MEM_rd_2,
    input [4:0] MEM_WB_rd_2,
    input [31:0] ex_alu_data_2,
    input [31:0] mem_alu_data_2,
    input [31:0] mem_data_2,
    input [31:0] rd_data_2,
    input [31:0] rs1_data_in_2,
    input [31:0] rs2_data_in_2,
    input ex_ex_finish_2,
    input mem_ex_finish_2,
    input mem_mem_finish_2,
    output [31:0] rs1_data_out_1,
    output [31:0] rs2_data_out_1,
    output [31:0] rs1_data_out_2,
    output [31:0] rs2_data_out_2
);
    assign rs1_data_out_1 = 
            (IF_ID_rs1_1 != 0 && IF_ID_rs1_1 == ID_EX_rd_2 && ex_ex_finish_2) ? ex_alu_data_2 :
            (IF_ID_rs1_1 != 0 && IF_ID_rs1_1 == ID_EX_rd_1 && ex_ex_finish_1) ? ex_alu_data_1 :
            (IF_ID_rs1_1 != 0 && IF_ID_rs1_1 == EX_MEM_rd_2 && mem_ex_finish_2) ? mem_alu_data_2 :
            (IF_ID_rs1_1 != 0 && IF_ID_rs1_1 == EX_MEM_rd_2 && mem_mem_finish_2) ? mem_data_2 :
            (IF_ID_rs1_1 != 0 && IF_ID_rs1_1 == EX_MEM_rd_1 && mem_ex_finish_1) ? mem_alu_data_1 :
            (IF_ID_rs1_1 != 0 && IF_ID_rs1_1 == EX_MEM_rd_1 && mem_mem_finish_1) ? mem_data_1 :
            (IF_ID_rs1_1 != 0 && IF_ID_rs1_1 == MEM_WB_rd_2) ? rd_data_2 :
            (IF_ID_rs1_1 != 0 && IF_ID_rs1_1 == MEM_WB_rd_1) ? rd_data_1 :
            rs1_data_in_1;
    assign rs2_data_out_1 = 
            (IF_ID_rs2_1 != 0 && IF_ID_rs2_1 == ID_EX_rd_2 && ex_ex_finish_2) ? ex_alu_data_2 :
            (IF_ID_rs2_1 != 0 && IF_ID_rs2_1 == ID_EX_rd_1 && ex_ex_finish_1) ? ex_alu_data_1 :
            (IF_ID_rs2_1 != 0 && IF_ID_rs2_1 == EX_MEM_rd_2 && mem_ex_finish_2) ? mem_alu_data_2 :
            (IF_ID_rs2_1 != 0 && IF_ID_rs2_1 == EX_MEM_rd_2 && mem_mem_finish_2) ? mem_data_2 :
            (IF_ID_rs2_1 != 0 && IF_ID_rs2_1 == EX_MEM_rd_1 && mem_ex_finish_1) ? mem_alu_data_1 :
            (IF_ID_rs2_1 != 0 && IF_ID_rs2_1 == EX_MEM_rd_1 && mem_mem_finish_1) ? mem_data_1 :
            (IF_ID_rs2_1 != 0 && IF_ID_rs2_1 == MEM_WB_rd_2) ? rd_data_2 :
            (IF_ID_rs2_1 != 0 && IF_ID_rs2_1 == MEM_WB_rd_1) ? rd_data_1 :
            rs2_data_in_1;
    assign rs1_data_out_2 = 
            (IF_ID_rs1_2 != 0 && IF_ID_rs1_2 == ID_EX_rd_2 && ex_ex_finish_2) ? ex_alu_data_2 :
            (IF_ID_rs1_2 != 0 && IF_ID_rs1_2 == ID_EX_rd_1 && ex_ex_finish_1) ? ex_alu_data_1 :
            (IF_ID_rs1_2 != 0 && IF_ID_rs1_2 == EX_MEM_rd_2 && mem_ex_finish_2) ? mem_alu_data_2 :
            (IF_ID_rs1_2 != 0 && IF_ID_rs1_2 == EX_MEM_rd_2 && mem_mem_finish_2) ? mem_data_2 :
            (IF_ID_rs1_2 != 0 && IF_ID_rs1_2 == EX_MEM_rd_1 && mem_ex_finish_1) ? mem_alu_data_1 :
            (IF_ID_rs1_2 != 0 && IF_ID_rs1_2 == EX_MEM_rd_1 && mem_mem_finish_1) ? mem_data_1 :
            (IF_ID_rs1_2 != 0 && IF_ID_rs1_2 == MEM_WB_rd_2) ? rd_data_2 :
            (IF_ID_rs1_2 != 0 && IF_ID_rs1_2 == MEM_WB_rd_1) ? rd_data_1 :
            rs1_data_in_2;
    assign rs2_data_out_2 = 
            (IF_ID_rs2_2 != 0 && IF_ID_rs2_2 == ID_EX_rd_2 && ex_ex_finish_2) ? ex_alu_data_2 :
            (IF_ID_rs2_2 != 0 && IF_ID_rs2_2 == ID_EX_rd_1 && ex_ex_finish_1) ? ex_alu_data_1 :
            (IF_ID_rs2_2 != 0 && IF_ID_rs2_2 == EX_MEM_rd_2 && mem_ex_finish_2) ? mem_alu_data_2 :
            (IF_ID_rs2_2 != 0 && IF_ID_rs2_2 == EX_MEM_rd_2 && mem_mem_finish_2) ? mem_data_2 :
            (IF_ID_rs2_2 != 0 && IF_ID_rs2_2 == EX_MEM_rd_1 && mem_ex_finish_1) ? mem_alu_data_1 :
            (IF_ID_rs2_2 != 0 && IF_ID_rs2_2 == EX_MEM_rd_1 && mem_mem_finish_1) ? mem_data_1 :
            (IF_ID_rs2_2 != 0 && IF_ID_rs2_2 == MEM_WB_rd_2) ? rd_data_2 :
            (IF_ID_rs2_2 != 0 && IF_ID_rs2_2 == MEM_WB_rd_1) ? rd_data_1 :
            rs2_data_in_2;
endmodule
==> flow/run.sh <==
#!/bin/bash
# OpenROAD 26Q1-2900-gdf79404cd8, Yosys 0.63+post, stock flow scripts
make -C /OpenROAD-flow-scripts/flow DESIGN_CONFIG=/design/flow/config.mk WORK_HOME=/design/flow/orfs finish
==> flow/config.mk <==
export PLATFORM = sky130hd
export DESIGN_NAME = IF_ID_ForwardingUnit
export DESIGN_NICKNAME = IF_ID_ForwardingUnit
export VERILOG_FILES = /design/flow/design.v
export SDC_FILE = /design/flow/constraint.sdc
export NUM_CORES = 4
export LEC_CHECK = 1
export CORE_AREA = 10 10 334 334
export DIE_AREA = 0 0 344 344
==> flow/constraint.sdc <==
current_design IF_ID_ForwardingUnit

set clk_period 10.9
set clk_io_pct 0.2

create_clock -name clk0 -period $clk_period

set non_clock_inputs [all_inputs -no_clocks]
set_input_delay [expr $clk_period * $clk_io_pct] -clock clk0 $non_clock_inputs
set_output_delay [expr $clk_period * $clk_io_pct] -clock clk0 [all_outputs]
==> flow_summary.ini <==
; flow metrics
[worst_hold_path]
hp-start = ex_alu_data_2[3]
worstHoldPathType = in -> out
min_path_cells = 3

[timing]
max_slew_margin = 0.382
setup_ws_ns = 1.99
setup_viol = 0
finalCritPeriodShare = 0.817
rsz0062_at_grt = false
max_slew.worst_pin.slew_ns = 0.921
fmax_ghz = 0.112
slew_violations = 0
setup_tns_ns = 0
hold_viol = 0
layout_min_cycle_time_ns = 8.91

[finish]
final_area_um2 = 16500
flops = 0
fin_cells = 3142
area_delta_synth_final_pct = 74.2
regArea_um2 = 0
drive_above_1_share = 0.119
clock_buffers = 0

[yosys]
synth.largest_area_cell = a221o_1
ys_area_um2 = 9470
most_common_cell = nor3_1
top_area_frac = 0.135
synthTopCellsByCount = nor3_1, nor2_1, clkbuf_1
ys_seq_frac = 0
netlist_area_um2 = 9470
yosys.area_share.aoi = 0.448
adder_share = 0
ys_sh_mux = 0.00423
netlist_logic_family_top = AND-OR/OR-AND gates
topCellsByArea = a221o_1, o32a_1, o32ai_1
ys_types = 36
yosys.area_share.simple = 0.320
synth_cells = 1315
ys_cells = 1315
yosysWarnings = 0
xor_area_frac = 0.111
avgSynthCellArea_um2 = 7.20

[setup_path]
slowest_stage = clkdlybuf4s50_1
path_depth = 10
critPathLaunchType = input port
crit_chain = clkdlybuf4s50_1 -> nor3_4 -> and2_4 -> nor4_4 -> buf_4 -> or3b_4 -> buf_4 -> nor3_2 -> o32a_1 -> clkdlybuf4s50_1
crit_path_max_incr_delay_ns = 0.67
cp_top_family = simple AND/OR/NAND/NOR gates
worstPathArrival_ns = 6.73
end_kind = output pin
critical_path_class = in -> out
crit_start = IF_ID_rs2_1[0]
cp.buffers_inverters = 4
cp.required_ns = 8.72
crit_fanout = 38

[job]
openroad.warnings = 32
max_cap_violations = 0

[outcome]
status = finished clean

[die]
initial_core_util = 0.0911
coreArea_um2 = 104000
rows = 118
ios = 568
die-area_um2 = 118000
dieWidth_um = 344
die-height_um = 344

[grt]
grt_pass1_wl_mm = 154
gr-usage-all-layers = 0.194
antenna_found_initial = 31
grt_max_degree = 39
grt_pass1_vias = 16200
grt_overflow = 0

[place]
port_buffers = 568
dp_cells = 3132
placed_area_um2 = 16500
hpwl_mm = 91.5
place_ws_ns = 2.03
gp_congestion = 0.907

[route]
vias = 15700
drtAntennaViolNets = 0
drtIter0Drc = 1821
finalWirelength_mm = 120
vias_per_cell = 5.01
avgRoutedWirePerCell_um = 38.1
drc = 0
drt-pass1-iter-count = 8

[clock_network]
ctsResizeCount = 0
hold_buffers = 0
post_cts_buffers = 0

[power_and_ir_drop]
power_per_cell_area_nw_per_um2 = 53.8
power_mw = 0.888
vdd_drop_max_uv = 26.6
power.leakage_nw = 4.89
final timing paths:
path	slack [ns]	to
min	5.41	rs2_data_out_2[3]
max	1.99	rs2_data_out_1[12]
worst min-delay path: cells and delay by family:
family	cells	cell delay (ns)
buf+inv	2	0.87
compound gates	1	0.18
cell families after synthesis:
logic type,after synthesis
AOI/OAI and AO/OA,452
xor gates and xnor gates,120
buffers and inverters,208
muxes,4
and+or+nand+nor,531
metal layers:
| layer | routed length, µm | vias up | track usage |
|---|---|---|---|
| li1 | - | 6296 | - |
| met1 | 50300 | 7654 | 0.257 |
| met2 | 50800 | 1447 | 0.293 |
| met3 | 14200 | 334 | 0.0719 |
| met4 | 4380 | 18 | 0.0511 |
| met5 | 119 | - | 0 |
report_power, final:
| group | switching [mW] | total [mW] | internal [mW] |
|---|---|---|---|
| Sequential | 0 | 0 | 0 |
| Combinational | 0.444 | 0.888 | 0.443 |
| Clock | 0 | 0.0000000407 | 0.0000000406 |
| Total | 0.444 | 0.888 | 0.443 |
per-stage QoR:
step	hold slack (ns)	utilization
after floorplan	4.44	-
after CTS	5.42	0.158
after global placement	5.43	0.158
after global routing	5.45	0.158
final	5.41	0.159
after detailed placement	5.41	0.158
cell usage in the layout (no fill, tap or decap), drive strengths merged, types with 5 or more instances in the layout:
cell type / count
clkdlybuf4s50: 566
nor3: 280
nor2: 151
a221o: 128
o32a: 124
o32ai: 124
xnor2: 80
buf: 78
xor2: 40
a22o: 31
a22oi: 31
nand2: 29
nand3: 16
or3: 12
diode: 10
nand4: 9
nand3b: 8
and3: 8
nor4: 7
a21oi: 5
cell type report:
| class | count | area (µm²) |
|---|---|---|
| antenna | 10 | 25.0 |
| fill | 11800 | 87400 |
| inverter | 1 | 3.75 |
| multi-input combinational | 1107 | 8490 |
| tap | 1380 | 1730 |
| timing repair buffer | 644 | 6250 |

File: flow/config.mk
export PLATFORM = sky130hd
export DESIGN_NAME = regFile
export DESIGN_NICKNAME = regFile
export VERILOG_FILES = /design/flow/design.v
export SDC_FILE = /design/flow/constraint.sdc
export NUM_CORES = 4
export LEC_CHECK = 1
export CORE_UTILIZATION = 40
File: flow/constraint.sdc
current_design regFile

set clk_period 27.2
set clk_io_pct 0.2

create_clock -name clk0 -period $clk_period [get_ports {clk}]

set non_clock_inputs [all_inputs -no_clocks]
set_input_delay [expr $clk_period * $clk_io_pct] -clock clk0 $non_clock_inputs
set_output_delay [expr $clk_period * $clk_io_pct] -clock clk0 [all_outputs]
File: flow/design.v
module regFile (
    input clk,
    input rst,
    input reg_write_1,
    input reg_write_2,
    input [4:0] rs1_1,
    input [4:0] rs2_1,
    input [4:0] rs1_2,
    input [4:0] rs2_2,
    output [31:0] rs1_data_1,
    output [31:0] rs2_data_1,
    output [31:0] rs1_data_2,
    output [31:0] rs2_data_2,
    input [4:0] rd_1,
    input [31:0] rd_data_1,
    input [4:0] rd_2,
    input [31:0] rd_data_2
);
    reg [31:0] reg_array[31:0];
    integer i;
    always @(posedge clk) begin
        if (rst) begin
            for (i = 0; i < 32; i = i + 1)
                reg_array[i] <= 32'b0;
        end
        else begin
            if (reg_write_1 || reg_write_2) begin
                if (reg_write_1 && reg_write_2) begin
                    if (rd_1 == rd_2) begin
                        reg_array[rd_2] <= (rd_2 == 5'b0) ? 32'b0 : rd_data_2;
                    end
                    else begin 
                        reg_array[rd_1] <= (rd_1 == 5'b0) ? 32'b0 : rd_data_1;
                        reg_array[rd_2] <= (rd_2 == 5'b0) ? 32'b0 : rd_data_2;
                    end
                end
                else begin
                    if (reg_write_1) begin 
                        reg_array[rd_1] <= (rd_1 == 5'b0) ? 32'b0 : rd_data_1;
                    end
                    if (reg_write_2) begin    
                        reg_array[rd_2] <= (rd_2 == 5'b0) ? 32'b0 : rd_data_2;
                    end
                end
            end
        end
    end
    assign rs1_data_1 = (rs1_1 == 5'b0) ? 32'b0 : reg_array[rs1_1];
    assign rs2_data_1 = (rs2_1 == 5'b0) ? 32'b0 : reg_array[rs2_1];
    assign rs1_data_2 = (rs1_2 == 5'b0) ? 32'b0 : reg_array[rs1_2];
    assign rs2_data_2 = (rs2_2 == 5'b0) ? 32'b0 : reg_array[rs2_2];
endmodule
File: flow/run.sh
#!/bin/bash
# OpenROAD 26Q1-2900-gdf79404cd8, Yosys 0.63+post, stock flow scripts
make -C /OpenROAD-flow-scripts/flow DESIGN_CONFIG=/design/flow/config.mk WORK_HOME=/design/flow/orfs finish
==> results_dict.tcl <==
# metrics dict for downstream scripts
set metrics [dict create \
    yosys.stat.seqShare_pct 42.3 \
    grt_start_max_net_pins 84 \
    dp.cells 7495 \
    area_growth_pct 12.5 \
    grt_first_pass_wirelength_mm 522 \
    drt.antenna.violating_nets 0 \
    chipArea_um2 183000 \
    cp_max_fo 24 \
    clock.fmax_ghz 0.0637 \
    ys_area_um2 72600 \
    top_area_cell "edfxtp_1" \
    hold_viol_final 0 \
    port-buffer-count 225 \
    ys.flops 1024 \
    cts_tree "built" \
    fillCellCount 15600 \
    openroad.warnings 26 \
    yosys-top-cells-area "edfxtp_1 (42%), mux4_2 (28%), o22ai_1 (8.5%), mux2i_1 (3.5%), clkbuf_1 (2.3%)" \
    critPathKind "input port to output pin" \
    die_x_um 428 \
    tightest_slew_ps 1590 \
    die_h_um 428 \
    grt_usage_pct 45.1 \
    p_leak_nw 25.9 \
    cts_buffer_depth 3 \
    post-synth-top-area-fraction_pct 42.3 \
    dr.pass1.iters 6 \
    status "finished, violations left" \
    grt_pass1_vias 65200 \
    largest_reg_flops 1024 \
    maxCapViolCount 3 \
    place_congestion 1.10 \
    cts-htree-levels 3 \
    floorplan.core_util_pct 40.2 \
    grt_overflow 0 \
    slew_headroom_pct -6.80 \
    reg_top3 "reg_array: 1024 flops" \
    setup_viol 0 \
    p_per_area_nw_per_um2 56.0 \
    start_kind "input port" \
    async_reset_ff_share_pct 0 \
    place_hpwl_mm 239 \
    setup_tns_ps 0 \
    rows 156 \
    ys_cells 5275 \
    wire_per_inst_um 49.9 \
    period_used_pct 57.7 \
    cts_resized 0 \
    ir_drop_mv 0.0533 \
    synthCells 5275 \
    yosysUniqueCellTypes 42 \
    synth_top_cell_by_count "edfxtp_1" \
    hp-class "input port to flop" \
    avgSynthCellArea_um2 13.8 \
    clk_pin_slew_ps 70 \
    edf_count 1024 \
    worstPathArrival_ps 10250 \
    cts_setup_buffers 0 \
    cp.required_ps 21760 \
    yosysWarnings 1 \
    core_area_um2 181000 \
    routed_wl_mm 387 \
    cts_buffers 113 \
    finalMaxSlewViolations 6 \
    num_io_pins 226 \
    period_minus_slack_ps 15690 \
    cts_sinks 1024 \
    cts_root_buffer "clkbuf_16" \
    end_kind "output pin" \
    drive_above_1_share_pct 32.1 \
    synth_area_um2 72600 \
    vias 63400 \
    violations "capacitance limit, slew limit" \
    drc 0 \
    cts_hold_buf 0 \
    vias_per_cell 8.19 \
    top_cells_by_count "edfxtp_1 (1,024), o22ai_1 (992), mux4_2 (896)" \
    ys.flop_type "edfxtp_1" \
    antenna_found_initial 47 \
    instances_no_fill 7747 \
    drtIter0Drc 6945 \
    top_register "reg_array" \
    rsz0062_at_grt "no" \
]
path summary, 6_finish.rpt:
check                          from           endpoint  slack [ps]  cells past startpoint
worst min-delay path  rd_data_1[11]  reg_array[29][11]        5670                      4
worst max-delay path       rs2_1[4]     rs2_data_1[27]       11510                      9
cells in the final DEF (no fill, tap or decap), types with 9 or more instances in the layout:
master	synthesis	layout
nand2_2	0	34
bufinv_16	0	16
o22ai_1	992	992
conb_1	1	32
o211ai_1	9	9
nand2_1	160	126
clkinv_1	0	24
nor2_1	17	13
clkbuf_1	445	23
buf_4	42	403
o21ai_1	18	18
a211oi_1	128	128
edfxtp_1	1024	1024
clkinvlp_4	0	9
nor2b_1	136	128
a311oi_1	128	127
clkbuf_16	0	115
o21ai_0	209	208
nand3b_1	31	31
mux2_2	128	128
clkinv_2	0	20
clkdlybuf4s50_1	0	205
a221oi_1	98	98
diode_2	0	42
o211ai_4	0	22
mux4_2	896	896
a22oi_1	128	128
mux2i_1	256	256
o2111ai_1	30	30
worst max-delay path, cell delays in order:
cell and delay, ps:
buf_2 340, buf_4 600, or2_2 650, or4_2 640, buf_4 460, o21ai_1 120
a311oi_1 1200, buf_4 270, clkdlybuf4s50_1 460
per-layer routing:
layer / vias up / global-route usage (%) / routed length (um)
met5: - / 25.4 / 5280
met4: 154 / 35.4 / 42000
met2: 7274 / 56.7 / 155000
li1: 23000 / - / -
met1: 30800 / 42.0 / 101000
met3: 2219 / 41.5 / 83300
area by class of cell:
class	instances	area (um2)	share of cell area, %
inverter	4	25.0	0.0306
timing repair buffer	633	5380	6.59
clock buffer	138	2960	3.63
clock inverter	72	764	0.936
tap	2370	2970	3.63
multi-input combinational	3464	38800	47.4
antenna	42	105	0.129
sequential	1024	30700	37.6
report_power, final:
group          leakage (nW)  switching, W  internal [W]
combinational          14.3      0.000607      0.000429
clock                  1.80      0.000696      0.000920
sequential             9.77     0.0000887       0.00184
total                  25.9       0.00139       0.00319
per-stage QoR:
step / cell area [um2] / power [W] / util, % / worst slack, ps / hold slack (ps)
after floorplan: 72700 / 0.00248 / - / 14940 / 5740
after global placement: 77900 / 0.00292 / 43.1 / 11780 / 6430
after detailed placement: 77900 / 0.00293 / 43.1 / 11720 / 6440
after CTS: 81600 / 0.00450 / 45.2 / 11700 / 5650
after global routing: 81700 / 0.00463 / 45.2 / 11520 / 5700
final: 81700 / 0.00458 / 45.3 / 11510 / 5670
logic make-up after synthesis:
kind of cell           after synthesis  share of synthesized area (%)
AND-OR/OR-AND                     1763                           16.3
other                                1                        0.00516
AND/OR/NAND/NOR                    384                           2.88
flip-flops                        1024                           42.3
multiplexers                      1280                           33.3
XOR/XNOR                             5                         0.0603
buffers and inverters              818                           5.10
Power is estimated from default activity; no workload was simulated.
